--- flow/design.v ---
module spi_master(
    input clk,        
    input reset,       
    input start,       
    input [7:0] data,  
    output reg SCLK = 0,
    output reg MOSI = 0,
    output reg SS = 1   
);
    parameter CLKS_PER_HALF_BIT = 25;
    reg [7:0] clk_counter = 0;
    reg [2:0] bit_index = 0;  
    reg [7:0] tx_data;
    reg tx_active = 0;
    always @(posedge clk or posedge reset) begin
        if (reset) begin
            SCLK <= 0;
            MOSI <= 0;
            SS <= 1;
            clk_counter <= 0;
            bit_index <= 7;
            tx_active <= 0;
        end else begin
            if (start && !tx_active) begin
                tx_active <= 1;
                SS <= 0;          
                tx_data <= data;  
                bit_index <= 7;   
                clk_counter <= 0;
                MOSI <= data[7];  
            end 
            else if (tx_active) begin
                clk_counter <= clk_counter + 1;
                if (clk_counter == CLKS_PER_HALF_BIT - 1) begin
                    SCLK <= 1;
                end 
                else if (clk_counter == (CLKS_PER_HALF_BIT * 2) - 1) begin
                    SCLK <= 0;
                    clk_counter <= 0;
                    if (bit_index > 0) begin
                        bit_index <= bit_index - 1;
                        MOSI <= tx_data[bit_index - 1];
                    end else begin
                        tx_active <= 0;
                        SS <= 1;
                    end
                end
            end
        end
    end
endmodule
--- flow/run.sh ---
#!/bin/bash
# OpenROAD 26Q1-2900-gdf79404cd8, Yosys 0.63+post, stock flow scripts
make -C /OpenROAD-flow-scripts/flow DESIGN_CONFIG=/design/flow/config.mk WORK_HOME=/design/flow/orfs finish
--- flow/config.mk ---
export PLATFORM = sky130hd
export DESIGN_NAME = spi_master
export DESIGN_NICKNAME = spi_master
export VERILOG_FILES = /design/flow/design.v
export SDC_FILE = /design/flow/constraint.sdc
export NUM_CORES = 4
export LEC_CHECK = 1
export CORE_AREA = 10 10 100 100
export DIE_AREA = 0 0 110 110
export SYNTH_HDL_FRONTEND = slang
--- flow/constraint.sdc ---
current_design spi_master

set clk_period 2.8
set clk_io_pct 0.2

create_clock -name clk0 -period $clk_period [get_ports {clk}]

set non_clock_inputs [all_inputs -no_clocks]
set_input_delay [expr $clk_period * $clk_io_pct] -clock clk0 $non_clock_inputs
set_output_delay [expr $clk_period * $clk_io_pct] -clock clk0 [all_outputs]
==> flow_summary.yaml <==
# implementation run metrics
min_path:
  hold_end: "SCLK$_DFFE_PP0P_"
  min-delay-start: "SCLK$_DFFE_PP0P_"
  hold_depth: 2
  min_path_type: "flop to flop"
critical_path:
  crit_path_start_kind: "flop"
  worstReg2RegEnd: "clk_counter[5]$_DFFE_PP0P_"
  cp-end-kind: "flop"
  crit_fanout: 7
  r2r-start: "clk_counter[1]$_DFFE_PP0P_"
  crit_chain: "inv_1, ha_1, nand4b_1, o41ai_2, o22ai_1, a22o_1"
  worst_r2r_path_depth: 6
  worst-path-buf-inv: 1
  crit_start: "clk_counter[1]$_DFFE_PP0P_"
  slowest_delay_ns: 0.60
  r2r_slack_ns: 0.76
  cpMaxStageDelayCell: "o41ai_2"
  crit_type: "flop to flop"
  arrival_ns: 2.20
  crit_family: "AND-OR/OR-AND gates"
  required_ns: 2.96
finish:
  layout-drive-gt1-share: 0.121
  final_common_cell: "clkdlybuf4s50_1"
  fin_util: 0.187
  synthToLayoutAreaGrowth_pct: 25.8
  lay_top_cells: "13 x clkdlybuf4s50_1, 11 x dfrtp_1, 11 x nand2_1"
clock_tree:
  ctsLongestPathBuffers: 2
  post-cts-setup-buffers: 0
  clk_pin_slew_ns: 0.09
  cts_resized: 0
  cts_root_buf: "clkbuf_8"
  clkSinkCount: 23
  postCtsHoldBufs: 0
  clock_latency_ns: 0.27
  htreeDepth: 1
  tritoncts: "yes"
  numCtsBuffers: 3
routing:
  drtIter0Drc: 16
  vias: 780
  drc: 0
  wirelength_um: 2180
  insertedDiodeCount: 0
  via_per_inst: 3.58
  ant_nets: 0
  wl_per_cell_um: 10.0
  drt-pass1-iter-count: 4
floorplanning:
  core_util_floorplan: 0.149
  ioPinCount: 14
  rows: 32
  die_w_um: 110
  chip_area_um2: 12100
  core_um2: 7810
  dieHeight_um: 110
synth:
  ys_chip_area_um2: 1160
  synth_seq_share: 0.534
  syn_inst: 100
  edf_count: 8
  avgSynthCellArea_um2: 11.6
  synth-seq-cells: 23
  top_area_cell: "dfrtp_1"
  yosysCellCount: 100
  syn_area_um2: 1160
  synth_top_area_share: 0.237
  synthFlopType: "dfrtp_1"
  ys_warn_count: 0
  async_flop_share: 0.652
  synth.area.top_cells: "dfrtp_1 24%, edfxtp_1 21%, dfstp_2 9.0%"
  yosys.cell_types.count: 32
place:
  io_buffers: 13
  place_congestion: 0.760
  pre_cts_ws_ns: 0.602
  dp_hpwl_um: 1630
grt:
  grt_max_degree: 16
  grt_first_pass_wirelength_um: 3680
  grt_pass1_vias: 782
  grt_use_total: 0.0372
  grt_overflow_total: 0
  antenna_found_initial: 0
flow_run:
  warning_count: 28
  max_cap_viol_count: 0
power:
  p_per_area_nw_per_um2: 446
  leakage_uw: 0.000571
  total_power_uw: 653
  peakVddDrop_uv: 205
sta:
  tightest_slew_ns: 0.663
  max_freq_mhz: 490
  setup_viol: 0
  grt_setup_unrepaired: "no"
  fin_crit_ns: 2.04
  timing.hold.ws_ns: 0.516
  fin_skew_ns: 0.0158
  relSlewSlack: 0.553
  fin_crit_sh: 0.729
  setup_slack_ns: 0.760
  setup_tns_ns: 0
  final_max_slew_viol_count: 0
  final_hold_viol_count: 0
outcome:
  status: "finished, final reports clean"
==> per-stage QoR <==
step	instance area, um2	std cells
after floorplan	1160	100
after global placement	1420	214
after detailed placement	1420	214
after CTS	1460	218
after global routing	1460	218
final	1460	218
==> worst min-delay path, delay by kind of cell, from the launching register on <==
| family | cells | cell delay [ns] |
|---|---|---|
| AND-OR/OR-AND | 1 | 0.08 |
| flip-flops | 1 | 0.36 |
| AND/OR/NAND/NOR | 1 | 0.05 |
==> sequential cells by signal, summed over array words and instances, names as in the netlist <==
name / cells
clk_counter: 8
tx_data: 8
SS: 1
tx_active: 1
MOSI: 1
bit_index: 3
SCLK: 1
==> cell usage after synthesis, drive strengths merged, types with 2 or more instances <==
library cell and instances:
nor2 6, nor3 3, and4b 2, dfrtp 11, mux4 2, nand3 3
dfstp 4, nor2b 3, xnor2 4, o211ai 2, a21oi 3, nand2 11
o21ai 5, nand2b 2, edfxtp 8, a22o 3, ha 5, inv 7
a21o 3, o22ai 2
==> kinds of logic (layout without fill, tap and decap cells) <==
logic type	after synthesis	in the layout	synth area share
XOR/XNOR	4	4	0.0301
buffers and inverters	8	24	0.0258
multiplexers	3	3	0.0484
adder cells (fa/ha/maj)	5	5	0.0538
AND/OR/NAND/NOR	35	35	0.174
flip-flops	23	23	0.534
AND-OR/OR-AND	22	22	0.133
==> cell type report <==
type | count | area, um2
fillers | 837 | 6340
flip-flops and latches | 23 | 621
multi-input cells | 69 | 512
repair buffers | 13 | 130
well taps | 102 | 128
clock buffers | 3 | 41.3
inverters | 7 | 26.3
clock inverters | 1 | 5.00
==> routing by layer <==
metal | GRT usage | vias to the layer above | part of all wire | wire, um
met4 | 0.00651 | 0 | 0.019 | 42
li1 | - | 396 | - | -
met1 | 0.0509 | 362 | 0.47 | 1020
met5 | 0 | - | 0 | 0
met2 | 0.0559 | 18 | 0.44 | 971
met3 | 0.0141 | 4 | 0.068 | 148
==> how the worst max path moves through the flow <==
| stage | endpoint | depth (start not counted) |
|---|---|---|
| 4_1_cts | clk_counter[5]$_DFFE_PP0P_ | 6 |
| 6_report | clk_counter[5]$_DFFE_PP0P_ | 6 |
| 5_1_grt | clk_counter[5]$_DFFE_PP0P_ | 6 |
==> where the power goes <==
group	switching (uW)	leakage, uW	internal, uW
logic	27.8	0.000305	36.6
registers	24.1	0.000241	363
clock network	102	0.0000255	99.2
total	154	0.000571	498
Power figures rest on the tool's default switching activity, not on a simulated workload.
