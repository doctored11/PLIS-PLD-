## design/flow/config.mk

```make
export PLATFORM = sky130hd
export DESIGN_NAME = diodController
export DESIGN_NICKNAME = diodController
export VERILOG_FILES = /design/flow/design.v
export SDC_FILE = /design/flow/constraint.sdc
export NUM_CORES = 4
export LEC_CHECK = 1
export CORE_UTILIZATION = 40
export SYNTH_HDL_FRONTEND = slang
```

## design/flow/constraint.sdc

```tcl
current_design diodController

set clk_period 4.6
set clk_io_pct 0.2

create_clock -name clk0 -period $clk_period [get_ports {clk}]

set non_clock_inputs [all_inputs -no_clocks]
set_input_delay [expr $clk_period * $clk_io_pct] -clock clk0 $non_clock_inputs
set_output_delay [expr $clk_period * $clk_io_pct] -clock clk0 [all_outputs]
```

## design/flow/design.v

```verilog
module counter(
    input         clk,
    input         reset,
    input         start,
    input         noise_valid,
    output reg [7:0] voltage,
    output reg    spi_start,
    output reg    varu,
    output [1:0]  debug_window_count,
    output reg [2:0] debug_state
);
parameter IDLE       = 0;
parameter INIT       = 1;
parameter TRANSMIT   = 2;
parameter INCREASE   = 3;
parameter PAUSE      = 4;
parameter CHECK_NOISE = 5;
parameter CALIBRATE  = 6;
reg [2:0] state;
reg [15:0] timer;
reg [1:0] noise_check_count;
reg [1:0] window_count;
reg       noise_heard_in_window;
reg       prev_noise_valid;
reg [15:0] global_noise_count;
reg       prev_noise_heard_in_window;
assign debug_window_count = window_count;
wire [1:0] mode = 2'b00;   
wire [15:0] window_send_time;
wire [15:0] window_increase_time;
wire [15:0] window_pause_time;
wire [15:0] window_listen_time;
wire [7:0]  num_windows;
wire        lfd_disable_before;
wire        lfd_enable_after;
wire        calibration_mode;
wire        pause_action_required;
mode_profile profile_inst (
    .mode(mode),
    .window_send_time(window_send_time),
    .window_increase_time(window_increase_time),
    .window_pause_time(window_pause_time),
    .window_listen_time(window_listen_time),
    .num_windows(num_windows),
    .lfd_disable_before(lfd_disable_before),
    .lfd_enable_after(lfd_enable_after),
    .calibration_mode(calibration_mode),
    .pause_action_required(pause_action_required)
);
always @(posedge clk or posedge reset) begin
    if (reset) begin
        state <= IDLE;
        voltage <= 8'h00;
        timer <= 0;
        noise_check_count <= 0;
        spi_start <= 0;
        noise_heard_in_window <= 0;
        window_count <= 0;
        prev_noise_valid <= 0;
        prev_noise_heard_in_window <= 0;
        debug_state <= IDLE;
        varu <= 1;
    end else begin
        varu <= 0;
        spi_start <= 0;
        debug_state <= state;
        case (state)
            IDLE: begin
                if (start) begin
                    state <= INIT;
                    voltage <= 8'h00;
                end
            end
            INIT: begin
                timer <= 0;
                if (timer >= 3) begin
                    timer <= 0;
                    state <= TRANSMIT;
                end else begin
                    timer <= timer + 1;
                end
            end
            TRANSMIT: begin
                spi_start <= 1;
                if (timer >= window_send_time - 1) begin
                    spi_start <= 0;
                    timer <= 0;
                    state <= INCREASE;
                end else begin
                    timer <= timer + 1;
                end
            end
            INCREASE: begin
                if (timer >= window_increase_time - 1) begin
                    if (!prev_noise_heard_in_window) begin
                        voltage <= voltage + 1;
                    end
                    timer <= 0;
                    state <= PAUSE;
                end else begin
                    timer <= timer + 1;
                end
            end
            PAUSE: begin
                if (timer >= window_pause_time - 1) begin
                    timer <= 0;
                    state <= CHECK_NOISE;
                end else begin
                    timer <= timer + 1;
                end
            end
            CHECK_NOISE: begin
                spi_start <= 0;
                if (timer == 0) begin
                    noise_heard_in_window <= 0;
                    noise_check_count <= 0;
                end
                if (noise_valid) begin
                    noise_check_count <= noise_check_count + 1;
                    global_noise_count <= global_noise_count + 1;
                    noise_heard_in_window <= 1;
                end
                if (timer < window_listen_time - 1) begin
                    timer <= timer + 1;
                end else begin
                    timer <= 0;
                    if (noise_heard_in_window) begin
                        window_count <= window_count + 1;
                    end else begin
                        window_count <= 0;
                    end
                    prev_noise_heard_in_window <= noise_heard_in_window;
                    if (window_count >= num_windows) begin
                        varu <= 1;
                        state <= CALIBRATE;
                    end else begin
                        state <= TRANSMIT;
                    end
                end
            end
            CALIBRATE: begin
                varu <= 1;
            end
        endcase
    end
end
endmodule
module diodController(
    input clk,
    input reset,
    input start,
    input noise_valid,
    output spi_mosi,
    output spi_clk,
    output spi_ss,
    output [7:0] debug_voltage,
    output spi_start,
    output varu,
    output [1:0] debug_window_count,
    output [2:0] debug_state ,
		output 	 debug_noise_valid_filter
);
    wire [7:0] voltage;
    wire spi_start_int;
    wire varu_int;
    wire [1:0] debug_window_count_internal;
    wire [2:0] debug_state_internal; 
		wire noise_valid_filter;
	  noise_latch latch (
        .clk(clk),
        .reset(reset),
        .noise_in(noise_valid),
        .noise_out(noise_valid_filter)
    );
assign debug_noise_valid_filter = noise_valid_filter;
    counter cnt (
        .clk(clk),
        .reset(reset),
        .start(start),
        .noise_valid(noise_valid_filter),
        .voltage(voltage),
        .spi_start(spi_start_int),
        .varu(varu_int),
        .debug_window_count(debug_window_count_internal),
        .debug_state(debug_state_internal)  
    );
    spi_module spi (
        .clk(clk),
        .reset(reset),
        .start(spi_start_int),
        .data(voltage),
        .MOSI(spi_mosi),
        .SCLK(spi_clk),
        .SS(spi_ss)
    );
    assign debug_voltage = voltage;
    assign spi_start = spi_start_int;
    assign varu = varu_int;
    assign debug_window_count = debug_window_count_internal;
    assign debug_state = debug_state_internal; 
endmodule
module mode_profile (
    input  [1:0]  mode,
    output reg [15:0] window_send_time,
    output reg [15:0] window_increase_time,
    output reg [15:0] window_pause_time,
    output reg [15:0] window_listen_time,
    output reg [7:0]  num_windows,
    output reg lfd_disable_before,
    output reg lfd_enable_after,
    output reg calibration_mode,
    output reg pause_action_required
);
localparam MODE_ENABLE    = 2'b00;
localparam MODE_CALIBRATE = 2'b01;
parameter CLK_FREQ_MHZ = 50;
parameter real DELAY_30mcrs = 30.0;
parameter real DELAY_350mcrs = 350.0;
parameter real DELAY_115mcrs = 115.0;
parameter real DELAY_5mcrs   = 5.0;
localparam integer DELAY_30  = DELAY_30mcrs  * CLK_FREQ_MHZ;
localparam integer DELAY_350 = DELAY_350mcrs * CLK_FREQ_MHZ;
localparam integer DELAY_115 = DELAY_115mcrs * CLK_FREQ_MHZ;
localparam integer DELAY_5   = DELAY_5mcrs   * CLK_FREQ_MHZ;
always @(*) begin
    case (mode)
        MODE_ENABLE: begin
            window_send_time     = DELAY_30;
            window_increase_time = DELAY_350;
            window_pause_time    = DELAY_5;
            window_listen_time   = DELAY_115;
            num_windows          = 3;
            lfd_disable_before     = 0;
            lfd_enable_after       = 0;
            calibration_mode       = 0;
            pause_action_required  = 0;
        end
        MODE_CALIBRATE: begin
            window_send_time     = DELAY_30;
            window_increase_time = DELAY_350;
            window_pause_time    = DELAY_5;
            window_listen_time   = DELAY_115;
            num_windows          = 20;
            lfd_disable_before     = 1;  
            lfd_enable_after       = 1; 
            calibration_mode       = 1;
            pause_action_required  = 1;
        end
        default: begin
            window_send_time     = 16'd0;
            window_increase_time = 16'd0;
            window_pause_time    = 16'd0;
            window_listen_time   = 16'd0;
            num_windows          = 8'd0;
            lfd_disable_before     = 0;
            lfd_enable_after       = 0;
            calibration_mode       = 0;
            pause_action_required  = 0;
        end
    endcase
end
endmodule
module noise_latch (
    input  wire clk,
    input  wire reset,
    input  wire noise_in,
    output wire noise_out
);
    reg clear_flag;  
    reg latched;     
    always @(negedge clk or posedge reset) begin
        if (reset)
            clear_flag <= 1'b1;      
        else if (~noise_in)
            clear_flag <= 1'b1;       
        else
            clear_flag <= 1'b0;       
    end
    always @(*) begin
        if (reset)
            latched = 1'b0;
        else if (noise_in)
            latched = 1'b1;          
        else if (clear_flag)
            latched = 1'b0;           
    end
    assign noise_out = latched;
endmodule
module spi_module(
    input clk,         
    input reset,       
    input start,       
    input [7:0] data,  
    output reg SCLK = 0,  
    output reg MOSI = 0,  
    output reg SS = 1     
);
    parameter CLKS_PER_HALF_BIT = 2;   
    reg [7:0] clk_counter = 0;
    reg [2:0] bit_index = 0;  
    reg [7:0] tx_data;
    reg tx_active = 0;
    always @(posedge clk or posedge reset) begin
        if (reset) begin
            SCLK <= 0;
            MOSI <= 0;
            SS <= 1;
            clk_counter <= 0;
            bit_index <= 0;
            tx_active <= 0;
        end else begin
            if (start && !tx_active) begin
                tx_active <= 1;
                SS <= 0;         
                tx_data <= data;  
                bit_index <= 7;   
                clk_counter <= 0;
                MOSI <= data[7];  
                SCLK <= 0;       
            end 
            else if (tx_active) begin
                clk_counter <= clk_counter + 1;
                if (clk_counter == CLKS_PER_HALF_BIT - 1) begin
                    SCLK <= ~SCLK;
                    clk_counter <= 0;
                    if (SCLK) begin
                        if (bit_index > 0) begin
                            bit_index <= bit_index - 1;
                            MOSI <= tx_data[bit_index - 1];
                        end else begin
                            tx_active <= 0;
                            SS <= 1;    
                            MOSI <= 0;
                        end
                    end
                end
            end
        end
    end
endmodule
```

## design/flow/run.sh

```bash
#!/bin/bash
# OpenROAD 26Q1-2900-gdf79404cd8, Yosys 0.63+post, stock flow scripts
make -C /OpenROAD-flow-scripts/flow DESIGN_CONFIG=/design/flow/config.mk WORK_HOME=/design/flow/orfs finish
```

==> impl_metrics.yaml <==
# flow metrics
clock_tree:
  clock_path_buffers: 2
  cts_tree: "yes"
  cts_root_buf: "clkbuf_8"
  cts_setup_buffers: 0
  clkSlewWorstSetupHoldPaths_ns: 0.08
  ctsHoldBuffers: 0
  cts_inserted_buffers: 9
  insertion_delay_ns: 0.34
  post_cts_resized: 0
  h-tree-depth: 3
job:
  warning_count: 30
  maxCapViolations: 0
timing:
  setup_violations: 0
  relSlewSlack_pct: 55.7
  grt_setup_unrepaired: "false"
  tightest_slew_ns: 0.665
  worst_slack_ns: 1.16
  hold_viol: 0
  fin_setup_tns_ns: 0
  unclocked_regs: 1
  finClkSkew_ns: 0.0102
  untimed_endpoints: 2
  slew_violations: 0
grt:
  gr-total-overflow: 0
  grt_busiest_layer: "met1"
  use_met3_pct: 2.81
  met1_usage_pct: 30.2
  antenna_found_initial: 0
  first_global_vias: 2418
  grt_max_degree: 52
  grt_usage_pct: 17.8
  grt_pass1_wl_um: 12000
  grtUsageMet2_pct: 25.4
worst_setup_path:
  crit_slowest_cell: "clkdlybuf4s50_1"
  crit_path_end_kind: "flip-flop"
  required_ns: 2.60
  crit_chain: "clkdlybuf4s50_1 > inv_1"
  path_buffers: 2
  critPathKind: "input port to flip-flop"
  cp_max_fo: 2
  max_stage_delay_ns: 0.47
  crit_family: "buffers and inverters"
  cp.arrival_ns: 1.45
  crit_path_start_kind: "input port"
synthesis:
  yosys.area.top_type: "dfrtp_1"
  synth-async-reset-ratio_pct: 85.2
  yosysChipArea_sq_um: 3350
  ys_warn_count: 0
  synth-main-ff-cell: "dfrtp_1"
  syn_avg_cell_area_sq_um: 9.61
  ys_cells: 348
  top_area_share_pct: 36.6
  edf_count: 8
  ys_types: 56
  numSynthFlops: 61
  topCellsByArea: "dfrtp_1 37%, edfxtp_1 7.2%, o21ai_0 5.1%"
  netlist_area_sq_um: 3350
  syn_inst: 348
route:
  postRouteAntennaNets: 0
  drc: 0
  drt_iter0_markers: 158
  wl_per_cell_um: 14.6
  avgViaCountPerCell: 5.39
  vias: 2556
  drt_wl_total_um: 6900
  drtPass1Iterations: 4
  diodes: 0
layout:
  final_cell_mix: "49 x dfrtp_1, 34 x nand2_1, 34 x o21ai_0"
  mi_logic_area_sq_um: 1620
  synthToLayoutAreaGrowth_pct: 15.1
  stdcell_count: 474
  utilization_pct: 48.8
  final_common_cell: "dfrtp_1"
  drive_above_1_share_pct: 9.95
  fillers: 713
  ff_latch_area_sq_um: 1560
power:
  power_density_nw_per_um2: 574
  p_leak_nw: 1.62
  p_total_mw: 2.21
  vdd_drop_max_uv: 360
die:
  die_y_um: 93.5
  core_sq_um: 7890
  fp.dieW_um: 93.5
  ioPinCount: 23
  die-area_sq_um: 8730
  rows: 32
  initial_core_util_pct: 42.4
place:
  place_inst: 458
  portBuffers: 22
  dp_slack_ns: 0.771
  place_congestion: 0.874
  hpwl_um: 4770
status:
  status: "complete, no violations"
hold_path:
  min_path_type: "flip-flop to flip-flop"
[cell usage after synthesis, types with 2 or more instances]
master / count
dfrtp_1: 49
nand2_1: 34
o21ai_0: 34
nor2_1: 26
inv_1: 19
nand3_1: 19
o211ai_1: 13
a21oi_1: 11
ha_1: 9
o31ai_1: 9
or3_1: 9
and3_1: 8
edfxtp_1: 8
nand2b_1: 8
nand4_1: 7
nor3_1: 7
buf_2: 6
nor2b_1: 5
clkbuf_1: 4
xor2_1: 4
and2_1: 3
buf_4: 3
dfstp_2: 3
mux2i_1: 3
nor4_1: 3
a21o_1: 2
a31oi_1: 2
and4_1: 2
buf_6: 2
mux2_2: 2
mux4_2: 2
nor4_4: 2
o311ai_0: 2
o311ai_1: 2
o41ai_2: 2
or2_2: 2
or4_1: 2
xnor2_1: 2
[where the power goes]
group          total (mW)  switching, mW  leakage [nW]  internal, mW
clock network       0.540          0.217         0.133         0.323
logic               0.861          0.512         0.729         0.349
registers           0.811          0.154         0.759         0.658
total                2.21          0.883          1.62          1.33
[kinds of logic (layout without fill, tap and decap cells)]
group / Yosys count / after routing / synth area share (%)
latches: 1 / 1 / 0.449
xor+xnor: 6 / 6 / 1.57
fa+ha+maj: 9 / 9 / 3.37
simple gates: 142 / 142 / 23.0
flops: 60 / 60 / 46.2
mux: 7 / 7 / 2.92
buf+inv: 35 / 59 / 4.94
compound gates: 88 / 88 / 17.6
[flip-flops by register name, summed over array words and instances, names as in the netlist, 2 cells and up]
register	flops
cnt.timer	16
spi.clk_counter	8
cnt.state	3
cnt.debug_window_count	2
spi.bit_index	3
cnt.voltage	8
cnt.debug_state	3
spi.tx_data	8
[cell type report]
cell class / instances / area share [%]
clock inverters: 5 / 1.07
clock buffers: 12 / 5.17
well taps: 102 / 3.31
flip-flops and latches: 61 / 40.5
repair buffers: 24 / 6.11
inverters: 18 / 1.75
multi-input cells: 252 / 42.1
[worst paths after layout]
check                              from               end  slack, ns  depth (start not counted)
setup / recovery            noise_valid  latch.clear_flag       1.16                          2
hold / removal                   spi.SS            spi.SS       0.51                          1
setup reg to reg           cnt.state[2]      cnt.timer[4]       2.09                          5
hold reg to reg                  spi.SS            spi.SS       0.51                          1
max in group asynchronous         reset  latch.clear_flag       1.33                          2
min in group asynchronous         reset          spi.MOSI       1.17                          3
[per-stage QoR]
step	hold slack (ns)	area (sq um)
4_1_cts	0.517	3850
6_report	0.512	3850
5_1_grt	0.529	3850
3_3_place_gp	0.501	3610
3_5_place_dp	0.504	3610
2_1_floorplan	0.349	3350
[routing by layer]
layer	vias up	share of wire, %
met5	-	0
met1	1190	52
met2	49	42
li1	1306	-
met3	11	4.0
met4	0	1.5
Power figures rest on the tool's default switching activity, not on a simulated workload.
